### /design/flow/config.mk
export PLATFORM = sky130hd
export DESIGN_NAME = LRIP_v1_0_logistic_regression
export DESIGN_NICKNAME = LRIP_v1_0_logistic_regression
export VERILOG_FILES = /design/flow/design.v
export SDC_FILE = /design/flow/constraint.sdc
export NUM_CORES = 4
export LEC_CHECK = 1
export CORE_UTILIZATION = 30
### /design/flow/run.sh
#!/bin/bash
# OpenROAD 26Q1-2900-gdf79404cd8, Yosys 0.63+post, stock flow scripts
make -C /OpenROAD-flow-scripts/flow DESIGN_CONFIG=/design/flow/config.mk WORK_HOME=/design/flow/orfs finish
### /design/flow/design.v
`timescale 1 ns / 1 ps
module LRIP_v1_0_logistic_regression #
(
    parameter integer C_S_AXI_DATA_WIDTH = 32,
    parameter integer C_S_AXI_ADDR_WIDTH = 4,
    parameter integer BRAM_DEPTH = 64       
)
(
    input wire S_AXI_ACLK,
    input wire S_AXI_ARESETN,
    input wire [C_S_AXI_ADDR_WIDTH-1 : 0] S_AXI_AWADDR,
    input wire [2 : 0] S_AXI_AWPROT,
    input wire S_AXI_AWVALID,
    output wire S_AXI_AWREADY,
    input wire [C_S_AXI_DATA_WIDTH-1 : 0] S_AXI_WDATA,
    input wire [(C_S_AXI_DATA_WIDTH/8)-1 : 0] S_AXI_WSTRB,
    input wire S_AXI_WVALID,
    output wire S_AXI_WREADY,
    output wire [1 : 0] S_AXI_BRESP,
    output wire S_AXI_BVALID,
    input wire S_AXI_BREADY,
    input wire [C_S_AXI_ADDR_WIDTH-1 : 0] S_AXI_ARADDR,
    input wire [2 : 0] S_AXI_ARPROT,
    input wire S_AXI_ARVALID,
    output wire S_AXI_ARREADY,
    output wire [C_S_AXI_DATA_WIDTH-1 : 0] S_AXI_RDATA,
    output wire [1 : 0] S_AXI_RRESP,
    output wire S_AXI_RVALID,
    input wire S_AXI_RREADY
);
    reg [C_S_AXI_ADDR_WIDTH-1 : 0] axi_awaddr;
    reg axi_awready;
    reg axi_wready;
    reg [1 : 0] axi_bresp;
    reg axi_bvalid;
    reg [C_S_AXI_ADDR_WIDTH-1 : 0] axi_araddr;
    reg axi_arready;
    reg [C_S_AXI_DATA_WIDTH-1 : 0] axi_rdata;
    reg [1 : 0] axi_rresp;
    reg axi_rvalid;
    reg signed [C_S_AXI_DATA_WIDTH-1 : 0] bram_weights [0:BRAM_DEPTH-1];
    reg signed [C_S_AXI_DATA_WIDTH-1 : 0] bram_biases [0:BRAM_DEPTH-1];
    reg signed [C_S_AXI_DATA_WIDTH-1 : 0] feature0, feature1;
    reg signed [C_S_AXI_DATA_WIDTH-1 : 0] weight0, weight1, bias;
    reg signed [C_S_AXI_DATA_WIDTH-1 : 0] linear_comb;
    reg result;
    assign S_AXI_AWREADY = axi_awready;
    assign S_AXI_WREADY = axi_wready;
    assign S_AXI_BRESP = axi_bresp;
    assign S_AXI_BVALID = axi_bvalid;
    assign S_AXI_ARREADY = axi_arready;
    assign S_AXI_RDATA = {31'b0, result};  
    assign S_AXI_RRESP = axi_rresp;
    assign S_AXI_RVALID = axi_rvalid;
    always @(posedge S_AXI_ACLK) begin
        if (!S_AXI_ARESETN) begin
            axi_awready <= 0;
            axi_wready <= 0;
            axi_bvalid <= 0;
            axi_bresp <= 2'b0;
            axi_arready <= 0;
            axi_rvalid <= 0;
            axi_rresp <= 2'b0;
        end else begin
            if (S_AXI_AWVALID && !axi_awready) begin
                axi_awaddr <= S_AXI_AWADDR;
                axi_awready <= 1;
            end else if (S_AXI_WVALID && axi_awready) begin
                if (axi_awaddr == 0) feature0 <= S_AXI_WDATA;
                if (axi_awaddr == 1) feature1 <= S_AXI_WDATA;
                if (axi_awaddr == 2) weight0 <= S_AXI_WDATA;
                if (axi_awaddr == 3) weight1 <= S_AXI_WDATA;
                if (axi_awaddr == 4) bias <= S_AXI_WDATA;
                axi_wready <= 1;
                axi_bvalid <= 1;
                axi_bresp <= 2'b0;   
            end else if (S_AXI_BREADY && axi_bvalid) begin
                axi_bvalid <= 0;
                axi_awready <= 0;
                axi_wready <= 0;
            end
            if (S_AXI_ARVALID && !axi_arready) begin
                axi_araddr <= S_AXI_ARADDR;
                axi_arready <= 1;
            end else if (axi_arready && !axi_rvalid) begin
                if (axi_araddr == 0) axi_rdata <= feature0;
                if (axi_araddr == 1) axi_rdata <= feature1;
                if (axi_araddr == 2) axi_rdata <= weight0;
                if (axi_araddr == 3) axi_rdata <= weight1;
                if (axi_araddr == 4) axi_rdata <= bias;
                axi_rvalid <= 1;
                axi_rresp <= 2'b0;   
            end else if (axi_rvalid && S_AXI_RREADY) begin
                axi_rvalid <= 0;
                axi_arready <= 0;
            end
        end
    end
    always @(posedge S_AXI_ACLK) begin
        if (!S_AXI_ARESETN) begin
            result <= 0;
        end else begin
            linear_comb = (weight0 * feature0 + weight1 * feature1 + bias);
            result <= (linear_comb > 0) ? 1 : 0;   
        end
    end
endmodule
### /design/flow/constraint.sdc
current_design LRIP_v1_0_logistic_regression

set clk_period 11.5
set clk_io_pct 0.2

create_clock -name clk0 -period $clk_period [get_ports {S_AXI_ACLK}]

set non_clock_inputs [all_inputs -no_clocks]
set_input_delay [expr $clk_period * $clk_io_pct] -clock clk0 $non_clock_inputs
set_output_delay [expr $clk_period * $clk_io_pct] -clock clk0 [all_outputs]
==> deck_impl_summary.md <==
Run Summary

Clocking
  • Cts bufs inserted: 17
  • Clock transition at the registers of the reported paths: 0.07 ns
  • H-tree depth: 4
  • Post-CTS Setup Inserts: 0
  • Clock latency (worst-skew pair): 0.49 ns
  • Cts hold-fix bufs: 0
  • Clock Sink Count: 169
  • CTS tree: built
  • CTS Buffer Depth: 2
  • CTS root buf: clkbuf_16
  • Post-CTS Resized: 0

Global routing
  • First-pass GRT wire length: 166000 um
  • Met1 GRT Util: 23.9%
  • Met2 GRT Util: 24.7%
  • GRT Total Usage: 17.4%
  • Initial antenna violation count: 3
  • Largest net degree at the start of global routing: 33
  • GRT Max-Usage Layer: met2
  • Met3 usage: 10.5%
  • Vias in the first global route: 28200
  • Grt ovf: 0

Setup path
  • R2R depth: 29
  • Most frequent cell on the critical path: fa_1
  • CP Class: reg -> reg
  • Critical Path Max Stage Delay: 0.67 ns
  • Reg-to-Reg End: result
  • Critical path data required time: 11.88 ns
  • Reg-to-Reg Start: feature0[4]
  • Crit path max fanout: 18
  • Worst path slowest cell: edfxtp_1
  • Arrival time at the worst endpoint: 9.80 ns
  • CP endpoint kind: flop
  • R2R Setup Slk: 2.08 ns
  • Crit start category: flop

Floorplan
  • Die height: 365 um
  • Ports: 98
  • Rows: 132
  • Die area: 0.134 mm2
  • Init Core Util: 30.4%
  • Die x size: 365 um
  • Core ar.: 0.130 mm2

Cells and area
  • Design Area, Final: 0.0425 mm2
  • Area Growth Syn to Fin: 7.39%
  • FF+latch area: 0.00502 mm2
  • FILL cells: 13200
  • Area of combinational cells with multiple inputs: 0.0302 mm2
  • Share of layout cells above drive strength 1: 3.26%

Final timing
  • Min cycle time layout: 9.42 ns
  • Final Cycle Share: 81.9%
  • Worst slew pin tran: 0.971 ns
  • Final hold violation count: 0
  • RSZ-0062 raised after global routing: no
  • Relative slew margins: 35.3%
  • Layout Skew: 0.0106 ns
  • Final setup fails: 0
  • Sum Neg Setup Slack: 0 ns
  • Peak Freq: 0.106 GHz
  • Max-slew violation count: 0

Hold path
  • Hold worst-path end: axi_awready
  • Hold Startpoint: axi_awready
  • Hold Crit Depth: 2
  • Hold Path Class: reg -> reg

Synth
  • Yosys chip area: 0.0396 mm2
  • Prevailing post-synth register cell: edfxtp_1
  • EDFF count, synth: 164
  • Asr flop ratio synth: 0%
  • Synthesized instance count: 3961
  • Synth flops: 169
  • Warnings from Yosys: 1
  • Mean Syn Cell Area: 10.0 um2
  • Seq/Total Area, Yosys: 12.7%
  • Synth cell types: 80
  • Cell count in the Yosys report: 3961
  • Mapped cell area: 0.0396 mm2

Routing
  • DRT iter0 DRCs: 1067
  • Via count: 25300
  • Wire per inst: 18.2 um
  • Post-route antenna net violation count: 0
  • Post-Route WL: 103000 um
  • DR pass1 iterations: 5
  • Drt drc: 0
  • Avg Vias per Cell: 4.46

Power and ir drop
  • P_leak: 0.0202 uW
  • Share of power burned in the clock network: 20.0%
  • Reg power frac: 22.3%
  • Net Switching: 1310 uW
  • Power Density: 72.1 mW/mm2
  • Maximum vdd drop: 0.117 mV
  • P_int: 1760 uW
  • Comb power frac: 57.7%
  • Switch share: 42.7%

Status
  • Run status: finished clean

Placement
  • Final GP Congestion: 0.946
  • Post-DP HPWL: 85700 um
  • # port buffers: 48
  • Post-DP Area: 0.0419 mm2

Flow run
  • OpenROAD warning count: 39
  • Max-cap viol count: 0
==> synth_stat cells, drive strengths merged (4+ instances only) <==
master  count  share of area [%]
a21o        5              0.095
clkbuf    160                1.5
nand3b      4              0.076
dfxtp       5               0.25
nand4       9               0.16
o21ai      13               0.18
fa        900                 45
a21oi      30               0.43
or3         7               0.12
buf        54               0.93
nand3       5              0.063
nor3b       4              0.076
xnor2     112                2.5
ha        319                 10
or2         4              0.063
nand2b      6              0.095
nor3       11               0.15
nor2       14               0.14
xor2       26               0.57
inv       964                9.1
a211o       5               0.11
o21a        6               0.12
edfxtp    164                 12
a31oi       6              0.095
nand2     500                4.7
and2      571                9.0
nor2b       5              0.079
and3        4              0.063
==> worst max path at each step <==
stage | endpoint | slack, ns | cells past startpoint | startpoint
4_1_cts | result | 2.08 | 29 | feature0[4]
5_1_grt | result | 1.71 | 27 | weight0[15]
6_report | result | 2.08 | 29 | feature0[4]
==> cells by family (layout without fill, tap and decap cells) <==
family,count (synthesis),after routing,share of synthesized area [%]
fa+ha+maj,1219,1219,55.6
buf+inv,1178,1109,11.6
simple gates,1152,1152,15.0
flops,169,169,12.7
xor+xnor,140,140,3.19
compound gates,100,100,1.91
mux,2,2,0.0505
other cells,1,37,0.00947
==> flip-flops by register name, indices dropped and copies added, names as in the netlist <==
name / flops
bias: 32
axi_awaddr: 4
axi_rvalid: 1
feature0: 32
axi_arready: 1
axi_bvalid: 1
feature1: 32
weight1: 32
axi_awready: 1
result: 1
weight0: 32
==> worst max-delay path: cells and delay by family, from the launching register on <==
family | cells | cell delay [ns]
simple gates | 5 | 1.22
fa+ha+maj | 11 | 5.39
flops | 1 | 0.67
buf+inv | 8 | 0.83
compound gates | 5 | 1.16
==> cell usage in the layout (no fill, tap or decap), types with 12 or more instances in the layout <==
master             n
nand2_1          500
inv_1            962
conb_1            35
nor2_1            12
fa_1             900
edfxtp_1         164
ha_1             319
clkdlybuf4s50_1   48
and2_1           571
clkbuf_16         17
buf_4             65
a21oi_1           27
xor2_1            26
xnor2_1          111
==> through the flow <==
step	hold WS [ns]	worst slack [ns]	power [uW]	utilization, %	instances
finish	0.485	2.08	3070	32.6	5670
global route	0.525	1.71	3300	32.6	5668
CTS	0.492	2.08	3090	32.6	5668
detailed placement	0.475	2.13	2460	32.2	5636
global placement	0.473	2.11	2470	32.2	5636
floorplan	0.432	3.24	1980	-	3995
==> metal layers <==
layer	share of wire [%]	routed length (um)	up-vias
li1	-	-	11300
met1	41	42600	12900
met2	43	44000	953
met3	14	14700	87
met4	1.6	1650	6
met5	0.10	103	-
==> power groups by stage <==
stage	sequential, uW	clock, uW	combinational [uW]
after CTS	683	632	1780
final	683	614	1770
after global routing	684	648	1970
==> cell type report <==
| type | count | area share [%] |
|---|---|---|
| Timing Repair Buffer | 113 | 2.28 |
| Multi-Input combinational cell | 2648 | 70.9 |
| Clock inverter | 15 | 0.394 |
| Clock buffer | 17 | 1.00 |
| Antenna cell | 2 | 0.0118 |
| Tap cell | 1742 | 5.12 |
| Sequential cell | 169 | 11.8 |
| Inverter | 964 | 8.51 |
Power is estimated from default activity; no workload was simulated.
